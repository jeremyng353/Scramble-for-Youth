**flow/config.mk**
```make
export PLATFORM = sky130hd
export DESIGN_NAME = vga_controller
export DESIGN_NICKNAME = vga_controller
export VERILOG_FILES = /design/flow/design.v
export SDC_FILE = /design/flow/constraint.sdc
export NUM_CORES = 4
export LEC_CHECK = 1
export CORE_UTILIZATION = 40
```
**flow/constraint.sdc**
```tcl
current_design vga_controller

set clk_period 4.2
set clk_io_pct 0.2

create_clock -name clk0 -period $clk_period [get_ports {vga_clock}]

set non_clock_inputs [all_inputs -no_clocks]
set_input_delay [expr $clk_period * $clk_io_pct] -clock clk0 $non_clock_inputs
set_output_delay [expr $clk_period * $clk_io_pct] -clock clk0 [all_outputs]
```
**flow/design.v**
```verilog
// synopsys translate_off
`timescale 1 ps / 1 ps
// synopsys translate_on
module vga_address_translator(x, y, mem_address);
	parameter RESOLUTION = "320x240";
	input [((RESOLUTION == "320x240") ? (8) : (7)):0] x;
	input [((RESOLUTION == "320x240") ? (7) : (6)):0] y;
	output reg [((RESOLUTION == "320x240") ? (16) : (14)):0] mem_address;
	wire [16:0] res_320x240 = ({1'b0, y, 8'd0} + {1'b0, y, 6'd0} + {1'b0, x});
	wire [15:0] res_160x120 = ({1'b0, y, 7'd0} + {1'b0, y, 5'd0} + {1'b0, x});
	always @(*)
	begin
		if (RESOLUTION == "320x240")
			mem_address = res_320x240;
		else
			mem_address = res_160x120[14:0];
	end
endmodule
// synopsys translate_off
`timescale 1 ps / 1 ps
// synopsys translate_on
module vga_controller(	vga_clock, resetn, pixel_colour, memory_address,
		VGA_R, VGA_G, VGA_B,
		VGA_HS, VGA_VS, VGA_BLANK,
		VGA_SYNC, VGA_CLK);
	parameter BITS_PER_COLOUR_CHANNEL = 1;
	parameter MONOCHROME = "FALSE";
	parameter RESOLUTION = "320x240";
	parameter USING_DE1 = "TRUE";  
	parameter C_VERT_NUM_PIXELS  = 11'd480;
	parameter C_VERT_SYNC_START  = 11'd493;
	parameter C_VERT_SYNC_END    = 11'd494;  
	parameter C_VERT_TOTAL_COUNT = 11'd525;
	parameter C_HORZ_NUM_PIXELS  = 11'd640;
	parameter C_HORZ_SYNC_START  = 11'd659;
	parameter C_HORZ_SYNC_END    = 11'd754;  
	parameter C_HORZ_TOTAL_COUNT = 11'd800;
	input vga_clock, resetn;
	input [((MONOCHROME == "TRUE") ? (0) : (BITS_PER_COLOUR_CHANNEL*3-1)):0] pixel_colour;
	output [((RESOLUTION == "320x240") ? (16) : (14)):0] memory_address;
	output reg [9:0] VGA_R;
	output reg [9:0] VGA_G;
	output reg [9:0] VGA_B;
	output reg VGA_HS;
	output reg VGA_VS;
	output reg VGA_BLANK;
	output VGA_SYNC, VGA_CLK;
	reg VGA_HS1;
	reg VGA_VS1;
	reg VGA_BLANK1;
	reg [9:0] xCounter, yCounter;
	wire xCounter_clear;
	wire yCounter_clear;
	wire vcc;
	reg [((RESOLUTION == "320x240") ? (8) : (7)):0] x;
	reg [((RESOLUTION == "320x240") ? (7) : (6)):0] y;
	assign vcc =1'b1;
	always @(posedge vga_clock or negedge resetn)
	begin
		if (!resetn)
			xCounter <= 10'd0;
		else if (xCounter_clear)
			xCounter <= 10'd0;
		else
		begin
			xCounter <= xCounter + 1'b1;
		end
	end
	assign xCounter_clear = (xCounter == (C_HORZ_TOTAL_COUNT-1));
	always @(posedge vga_clock or negedge resetn)
	begin
		if (!resetn)
			yCounter <= 10'd0;
		else if (xCounter_clear && yCounter_clear)
			yCounter <= 10'd0;
		else if (xCounter_clear)		 
			yCounter <= yCounter + 1'b1;
	end
	assign yCounter_clear = (yCounter == (C_VERT_TOTAL_COUNT-1));
	always @(*)
	begin
		if (RESOLUTION == "320x240")
		begin
			x = xCounter[9:1];
			y = yCounter[8:1];
		end
		else
		begin
			x = xCounter[9:2];
			y = yCounter[8:2];
		end
	end
	vga_address_translator controller_translator(
					.x(x), .y(y), .mem_address(memory_address) );
		defparam controller_translator.RESOLUTION = RESOLUTION;
	always @(posedge vga_clock)
	begin
		if (USING_DE1 == "TRUE")
			VGA_HS1 <= ~((xCounter >= C_HORZ_SYNC_START-2) && (xCounter <= C_HORZ_SYNC_END-2));
		else
			VGA_HS1 <= ~((xCounter >= C_HORZ_SYNC_START) && (xCounter <= C_HORZ_SYNC_END));
		VGA_VS1 <= ~((yCounter >= C_VERT_SYNC_START) && (yCounter <= C_VERT_SYNC_END));
		VGA_BLANK1 <= ((xCounter < C_HORZ_NUM_PIXELS) && (yCounter < C_VERT_NUM_PIXELS));
		VGA_HS <= VGA_HS1;
		VGA_VS <= VGA_VS1;
		VGA_BLANK <= VGA_BLANK1;
	end
	assign VGA_SYNC = vcc;
	assign VGA_CLK = vga_clock;
	integer index;
	integer sub_index;
	wire on_screen;
	assign on_screen = (USING_DE1 == "TRUE") ?
							(({1'b0, xCounter} >= 2) & ({1'b0, xCounter} < C_HORZ_NUM_PIXELS+2) & ({1'b0, yCounter} < C_VERT_NUM_PIXELS)) :
							(({1'b0, xCounter} >= 0) & ({1'b0, xCounter} < C_HORZ_NUM_PIXELS+2) & ({1'b0, yCounter} < C_VERT_NUM_PIXELS));
	always @(pixel_colour or on_screen)
	begin
		VGA_R <= 'b0;
		VGA_G <= 'b0;
		VGA_B <= 'b0;
		if (MONOCHROME == "FALSE")
		begin
			for (index = 10-BITS_PER_COLOUR_CHANNEL; index >= 0; index = index - BITS_PER_COLOUR_CHANNEL)
			begin
				for (sub_index = BITS_PER_COLOUR_CHANNEL - 1; sub_index >= 0; sub_index = sub_index - 1)
				begin
					VGA_R[sub_index+index] <= on_screen & pixel_colour[sub_index + BITS_PER_COLOUR_CHANNEL*2];
					VGA_G[sub_index+index] <= on_screen & pixel_colour[sub_index + BITS_PER_COLOUR_CHANNEL];
					VGA_B[sub_index+index] <= on_screen & pixel_colour[sub_index];
				end
			end
		end
		else
		begin
			for (index = 0; index < 10; index = index + 1)
			begin
				VGA_R[index] <= on_screen & pixel_colour[0:0];
				VGA_G[index] <= on_screen & pixel_colour[0:0];
				VGA_B[index] <= on_screen & pixel_colour[0:0];
			end
		end
	end
endmodule
```
**flow/run.sh**
```bash
#!/bin/bash
# OpenROAD 26Q1-2900-gdf79404cd8, Yosys 0.63+post, stock flow scripts
make -C /OpenROAD-flow-scripts/flow DESIGN_CONFIG=/design/flow/config.mk WORK_HOME=/design/flow/orfs finish
```
==> out/qor.csv <==
metric;value;unit
clock slew at the register clock pins of the worst setup and hold paths;0.09;ns
floorplan die area;5420;µm²
depth of the worst register-to-register path;5;
# diodes;0;
placed instance area;2390;µm²
post-route setup TNS;0;ns
Yosys Instances;220;
final-layout fill cell count;467;
via count;1572;
ANT nets after route;0;
nature of the critical path endpoint;output port;
data required time of the critical path;3.36;ns
kind of critical path;reg -> out;
run status;finished, final reports clean;
VDD IR max;235;µV
stage delay of the slowest cell on the critical path;0.55;ns
FP Rows;25;
overall die height;73.6;µm
Initial Util;42.6;%
leading register cell type out of synthesis;sky130_fd_sc_hd__dfrtp_1;
synth-to-layout area growth;23.0;%
port buffer count;55;
register share after synthesis;30.2;%
post-layout period usage;94.7;%
final RePlAce weighted congestion;0.833;
wire length reported by the detailed router;4.00;mm
count of cell types in the netlist;42;
post-route cell area;2520;µm²
hold crit path type;reg -> reg;
final setup fails;0;
critical path startpoint category;flop;
vias in the first global route;1386;
YS warnings;3;
DRT Pass-1 Iters;4;
initial antenna violation count;0;
CP Data Arrival Time;3.14;ns
Yosys reg bits;26;
unrepaired setup endpoints after global routing;no;
hold path start;VGA_VS1$_DFF_P_;
maximum fanout along the worst path;6;
cell with the most instances on the worst path;sky130_fd_sc_hd__inv_1;
HPWL after detailed placement;2.91;mm
total gr overflow;0;
die outline width;73.6;µm
hold violation total from the final report;0;
mean instance size in the synthesized netlist;9.33;µm²
end of the worst register-to-register path;yCounter[8]$_DFFE_PN0P_;
Late-Pin Clk Latency;0.37;ns
CP max-delay cell;sky130_fd_sc_hd__fa_1;
timing-limited maximum frequency;251;MHz
total cell area reported by yosys after synthesis;2050;µm²
worst hold path endpoint;VGA_VS$_DFF_P_;
R2R setup slack;2.09;ns
Slew Limit Headroom;52.5;%
boundary pin count;57;
cell area after technology mapping;2050;µm²
number of synthesized flops with an enable pin;0;
wire length of the first global-routing pass;6.41;mm
synthesized netlist cell count;220;
pin count of the biggest net entering global routing;21;
Reg-to-Reg Start;xCounter[0]$_DFF_PN0_;
ratio of cells with drive above 1 in the final layout;7.72;%
CP cell instances;inv_1 -> fa_1 -> inv_1 -> fa_2 -> a211oi_2 -> nor2_1 -> o31ai_2 -> xnor2_1 -> clkdlybuf4s50_1;
async set-or-reset flop fraction in the synthesized netlist;76.9;%
family with the most delay on the worst path;adder cells;
DRC violation total after the first TritonRoute iteration;89;
clock skew after layout;0.00117;ns
slew at the pin with the worst max-slew slack;0.712;ns
total track usage;15.3;%
pwr dens;212;nW/µm²
stage-log warning count;33;
Leak;1.17;nW
number of cells on the worst hold path;0;
DRC;0;
number of slew-limit violations in the final report;0;
WL/cell;12.8;µm
reported max-cap violation count;0;
vias per cell;5.02;
Bufs and invs on worst path;3;
total core area;4820;µm²
min Tclk post-route;3.98;ns
CTS tree;done;
# hold bufs at CTS;0;
[cell families after synthesis]
logic type,after synthesis,synth area share (%)
flops,26,30.2
xor+xnor,16,6.82
other cells,1,0.183
fa+ha+maj,26,16.6
simple gates,60,16.1
buf+inv,51,16.8
compound gates,39,12.8
mux,1,0.488
[what timing repair did]
item / 4_1_cts / 5_1_grt
pin swaps: 0 / 1
gates resized: 2 / 3
setup buffers: 0 / 2
setup endpoints to repair: 2 / 3
[registers in the layout, summed over array words and instances, names as in the netlist]
name	count
VGA_HS	1
VGA_BLANK	1
yCounter	10
xCounter	10
VGA_VS	1
VGA_VS1	1
VGA_BLANK1	1
VGA_HS1	1
[Yosys cell counts, types with 2 or more instances]
library cell	number	area share, %
sky130_fd_sc_hd__and2_1	7	2.1
sky130_fd_sc_hd__and4_1	2	0.85
sky130_fd_sc_hd__buf_6	3	1.6
sky130_fd_sc_hd__a31oi_1	4	1.2
sky130_fd_sc_hd__nand3_1	11	2.7
sky130_fd_sc_hd__o21bai_1	3	1.1
sky130_fd_sc_hd__nand4_1	5	1.5
sky130_fd_sc_hd__dfrtp_1	20	24
sky130_fd_sc_hd__xor2_1	4	1.7
sky130_fd_sc_hd__ha_1	24	15
sky130_fd_sc_hd__buf_4	35	13
sky130_fd_sc_hd__o21ai_0	5	1.2
sky130_fd_sc_hd__dfxtp_1	6	5.9
sky130_fd_sc_hd__nor3_1	3	0.73
sky130_fd_sc_hd__a21oi_1	7	1.7
sky130_fd_sc_hd__a211oi_1	5	1.8
sky130_fd_sc_hd__o31ai_1	3	1.1
sky130_fd_sc_hd__xnor2_1	12	5.1
sky130_fd_sc_hd__nor2_1	17	3.1
sky130_fd_sc_hd__nand2_1	4	0.73
sky130_fd_sc_hd__a41oi_1	3	1.3
sky130_fd_sc_hd__a21o_1	3	1.1
sky130_fd_sc_hd__and3_1	2	0.61
sky130_fd_sc_hd__fa_1	2	2.0
sky130_fd_sc_hd__o21ai_1	2	0.49
sky130_fd_sc_hd__inv_1	12	2.2
[worst reg2reg max path: cells and delay by family, from the launching register on]
| family | cells | cell delay [ns] |
|---|---|---|
| and+or+nand+nor | 3 | 1.14 |
| DFF | 1 | 0.45 |
| adders and majority gates | 1 | 0.24 |
| xor gates and xnor gates | 1 | 0.17 |
[layer usage]
metal	GRT usage (%)	routed length [µm]	up-vias
met1	23.1	1850	754
met4	1.92	41	0
met2	24.2	1990	29
met5	0	0	-
li1	-	-	786
met3	2.77	114	3
[power breakdown]
group | switching, mW | internal, mW
Combinational | 0.00883 | 0.0272
Sequential | 0 | 0.249
Clock | 0.0917 | 0.160
[stage by stage]
| stage | cells | setup slack [ns] | hold WS [ns] | power (mW) | utilization [%] |
|---|---|---|---|---|---|
| 2_1_floorplan | 220 | 0.985 | 0.310 | 0.284 | - |
| 3_3_place_gp | 304 | 0.352 | 0.311 | 0.307 | 49.7 |
| 3_5_place_dp | 304 | 0.308 | 0.316 | 0.307 | 49.7 |
| 4_1_cts | 311 | 0.0259 | 0.338 | 0.545 | 51.8 |
| 5_1_grt | 313 | 0.0126 | 0.350 | 0.557 | 52.4 |
| 6_report | 313 | 0.222 | 0.335 | 0.537 | 52.4 |
[layout make-up]
class / count / area [µm²] / share of cell area, %
timing repair buffer: 57 / 563 / 22.3
tap: 67 / 83.8 / 3.32
multi-input combinational: 143 / 1100 / 43.8
inverter: 12 / 45.0 / 1.78
clock buffer: 8 / 106 / 4.21
sequential: 26 / 622 / 24.6
[worst max path at each step]
stage	start	endpoint	slack (ns)	depth (start not counted)
4_1_cts	yCounter[1]$_DFFE_PN0P_	memory_address[15]	0.03	9
5_1_grt	yCounter[1]$_DFFE_PN0P_	memory_address[15]	0.01	9
6_report	yCounter[1]$_DFFE_PN0P_	memory_address[15]	0.22	9
[cell usage in the layout (no fill, tap or decap), types with 4 or more instances in the layout]
cell and count:
sky130_fd_sc_hd__a21oi_1 7, sky130_fd_sc_hd__a31oi_1 4, sky130_fd_sc_hd__and2_1 7, sky130_fd_sc_hd__clkbuf_8 7, sky130_fd_sc_hd__clkdlybuf4s50_1 55, sky130_fd_sc_hd__dfrtp_1 19, sky130_fd_sc_hd__dfxtp_1 6, sky130_fd_sc_hd__ha_1 24
sky130_fd_sc_hd__inv_1 12, sky130_fd_sc_hd__nand2_1 4, sky130_fd_sc_hd__nand3_1 11, sky130_fd_sc_hd__nand4_1 5, sky130_fd_sc_hd__nor2_1 17, sky130_fd_sc_hd__o21ai_0 5, sky130_fd_sc_hd__xnor2_1 12, sky130_fd_sc_hd__xor2_1 4
Power figures rest on the tool's default switching activity, not on a simulated workload.
