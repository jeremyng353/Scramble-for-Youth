--- design/flow/run.sh ---
#!/bin/bash
# OpenROAD 26Q1-2900-gdf79404cd8, Yosys 0.63+post, stock flow scripts
make -C /OpenROAD-flow-scripts/flow DESIGN_CONFIG=/design/flow/config.mk WORK_HOME=/design/flow/orfs finish
--- design/flow/design.v ---
module makegrid(input logic clk, input logic rst_n, input logic [2:0] colour,
                  input logic start, output logic done,
                  output logic [8:0] vga_x, output logic [7:0] vga_y,
                  output logic [2:0] vga_colour, output logic vga_plot);
    logic [8:0] x1;
    logic [7:0] y1, row_pos;
    logic r1_start, r1_done, r1_plot, line;
    logic [2:0] r1_colour;
    logic [2:0] present_state, next_state;
     row r1(.clk(clk), .rst_n(rst_n), .colour(3'b0), .line(line),
               .origin_x(9'd90), .origin_y(row_pos),  
               .start(r1_start), .done(r1_done), .x1(x1), .y1(y1), 
               .vga_colour(r1_colour), .vga_plot(r1_plot));
     enum {INIT, ROW, LINE, DONE} CURR_STATE;
     always_ff @ (posedge clk or negedge rst_n) begin
          if (!rst_n) CURR_STATE <= INIT;
          else begin
               case (CURR_STATE)
                    INIT: begin
                         done <= 1'b0; vga_plot <= 1'b0; row_pos = 8'd40; line = 0;
                         if (start) begin 
                              vga_x <= x1; vga_y <= y1; vga_plot <= 0; vga_colour <= 3'b111; CURR_STATE <= ROW; end
                         else begin 
                              r1_start <= 0; CURR_STATE <= INIT; end
                    end
                    ROW: begin
                         r1_start <= 1; vga_x <= x1; vga_y <= y1; vga_colour <= r1_colour; vga_plot <= r1_plot; 
                         if (r1_done) begin 
                              r1_start <= 0; row_pos += 10; CURR_STATE <= ROW;
                              if(row_pos > 170) begin CURR_STATE <= LINE; end
                         end
                    end
                    LINE: begin
                         r1_start <= 1; vga_x <= x1; vga_y <= y1; vga_colour <= r1_colour; vga_plot <= r1_plot; line = 1;
                         if (r1_done) begin 
                              CURR_STATE <= DONE; 
                              r1_start <= 0;
                         end
                    end
                    DONE: begin
                         done <= 1; 
                         if (start) begin CURR_STATE <= INIT; end
                    end
                    default: begin vga_x <= 0; vga_y <= 0; vga_plot <= 0; vga_colour <= 3'b111; end
               endcase
          end
     end
endmodule
module row(input logic clk, input logic rst_n, input logic [2:0] colour, input logic line,
              input logic [8:0] origin_x, input logic [7:0] origin_y,
              input logic start, output logic done,
              output logic [8:0] x1, output logic [7:0] y1,
              output logic [2:0] vga_colour, output logic vga_plot);
     logic signed [8:0] x;
     logic signed [7:0] y;
     logic [8:0] offset_x;
     logic plot;
     assign vga_colour = colour;
     assign x1 = x + origin_x;
     assign y1 = y + origin_y;
     assign vga_plot = plot;
     assign offset_x = 9'd10;
     enum {INIT, LINE, DOTS, DONE} CURR_STATE;
     always_ff @ (posedge clk or negedge rst_n) begin
          if (!rst_n) begin
               CURR_STATE <= INIT;
               x <= 0; y <= 0; plot <= 0; 
          end
          else begin
               case (CURR_STATE)
                    INIT: begin
                         plot <= 0;
                         done <= 0;
                         x <= -1; y <= 0; 
                         if (start) begin CURR_STATE <= LINE; end
                         else CURR_STATE <= INIT;
                    end
                    LINE: begin
                         x++; plot <= 1; CURR_STATE <= LINE;
                         if (x > 140) begin x <= -offset_x; y++; plot <= 0; CURR_STATE <= DOTS; if(line) begin CURR_STATE <= DONE; end end
                    end
                    DOTS: begin
                         x <= x + offset_x; plot <= 1;
                         if (x > 130) begin 
                              x<= -offset_x; y++; plot <= 0; CURR_STATE <= DOTS; 
                              if(y%10 == 0) begin
                                   CURR_STATE <= DONE;
                              end
                         end
                    end
                    DONE: begin
                         done <= 1; 
                         if (start) begin CURR_STATE <= INIT; end
                    end
                    default: CURR_STATE <= INIT;
               endcase
          end
     end
endmodule
--- design/flow/constraint.sdc ---
current_design makegrid

set clk_period 4.0
set clk_io_pct 0.2

create_clock -name clk0 -period $clk_period [get_ports {clk}]

set non_clock_inputs [all_inputs -no_clocks]
set_input_delay [expr $clk_period * $clk_io_pct] -clock clk0 $non_clock_inputs
set_output_delay [expr $clk_period * $clk_io_pct] -clock clk0 [all_outputs]
--- design/flow/config.mk ---
export PLATFORM = sky130hd
export DESIGN_NAME = makegrid
export DESIGN_NICKNAME = makegrid
export VERILOG_FILES = /design/flow/design.v
export SDC_FILE = /design/flow/constraint.sdc
export NUM_CORES = 4
export LEC_CHECK = 1
export CORE_UTILIZATION = 40
==> results_slide.txt <==
Synthesis and Place & Route Summary

Power
  • Total power density per cell area: 195 nW/um2
  • Leakage power: 0.00210 uW
  • Post-layout total power: 1010 uW
  • IR Drop Worst-Case VDD: 0.146 mV

Global route
  • Maximum number of pins on one net before global-route repair: 22
  • Number of global-route vias before repair: 3443
  • Initial antenna violation count: 0
  • Sum of overflow across all layers after global routing: 0
  • Global-route wire length before repair: 16.1 mm
  • All-Layer GR Usage: 18.6%

Clock tree
  • Hold_buf cts: 0
  • Cts bufs inserted: 5
  • Htree depth: 2
  • CTS Root Buffer Type: sky130_fd_sc_hd__clkbuf_8
  • Clock latency of the later-clocked register in the worst-skew pair: 320 ps
  • CTS Sinks: 56
  • Buffers from clock root to sink, at most: 2
  • CTS tree: built
  • Clock transition at path regs: 120 ps

Worst setup path
  • Endpoint of the worst register-to-register path: r1.CURR_STATE[3]
  • Highest cell delay on the worst timing path: 530 ps
  • Crit path launch type: register
  • Arrival @ worst endpoint: 4870 ps
  • Worst Setup End Kind: register
  • Crit-path cells: ha_4 -> and4_4 -> a32o_2 -> a2111oi_4 -> a21oi_2 -> a221o_1 -> and2_4 -> a22o_1 -> or2_1 -> a21oi_2 -> nand2_1 -> o21ai_2 -> ha_2 -> o21ai_2 -> nand3_1 -> or4b_4 -> a31oi_4 -> nand4_1 -> o221ai_1
  • Worst-case register-to-register setup slack: -630 ps
  • Worst-path cell with the longest stage delay: sky130_fd_sc_hd__or4b_4
  • Cell family with the largest share of critical-path delay: AND-OR/OR-AND gates
  • Launch instance of the worst register-to-register path: r1.y[0]
  • Category of the critical setup timing path: reg -> reg
  • Buf+Inv Stages, Crit Path: 0
  • Peak fanout along the critical path: 6
  • Worst Path Required: 4240 ps
  • Worst Reg2Reg Path Length in Cells: 19

Yosys
  • Synth Seq Share: 37.2%
  • Cell variety after synth: 72
  • Yosys adder share: 5.27%
  • Compound-Gate Fraction of Synth Area: 23.0%
  • Max-area cell share: 21.6%
  • Top post-synthesis cells by count: sky130_fd_sc_hd__o21ai_0 (50), sky130_fd_sc_hd__nand2_1 (49), sky130_fd_sc_hd__nor2_1 (40)
  • Async set-or-reset flop fraction in the synthesized netlist: 46.4%
  • Multiplexer share of the synthesized area: 1.29%
  • Synthesized area: 4180 um2
  • Post-synth area hogs: sky130_fd_sc_hd__edfxtp_1 (22%), sky130_fd_sc_hd__dfrtp_1 (14%), sky130_fd_sc_hd__o21ai_0 (6.0%)
  • Main flop type: sky130_fd_sc_hd__edfxtp_1
  • Gate Count Post-Synth: 475
  • Post-synth area from yosys stat: 4180 um2
  • Most popular library cell in the synthesized design by count: sky130_fd_sc_hd__o21ai_0
  • Synthesized registers: 56
  • Number of enable-type register cells in the synthesized netlist: 30
  • Yosys stat cell total: 475
  • Synthesis Warnings: 2
  • Simple-gate area share of the yosys netlist: 21.5%
  • Dominant combinational cell family by area after synthesis: AND-OR/OR-AND gates
  • Biggest area consumer among synthesized cells: sky130_fd_sc_hd__edfxtp_1
  • Yosys xor share: 6.29%
  • Mean instance size in the synthesized netlist: 8.80 um2

STA
  • RSZ-0062 raised after global routing: yes
  • Number of failing hold endpoints at the final stage: 0
  • Period utilisation layout: 116%
  • Sum of negative setup slack: -1230 ps
  • Final setup fails: 2
  • Final clock skew: 11.4 ps
  • Fmax achieved: 216 MHz
  • Worst slew margin relative to its limit: 52.4%
  • Smallest hold slack: 465 ps
  • Slew Limit Fails: 0
  • Minimum period implied by the final worst setup slack: 4630 ps
  • Worst Setup Slack, final: -632 ps
  • Transition at the pin with the smallest max-transition slack: 713 ps

Detailed routing
  • Via count: 3683
  • Length of the first detailed-routing pass in iterations: 4
  • DRC violations left: 0
  • Aggregate routed wire length: 9.43 mm
  • Post-detailed-route count of antenna-violating nets: 0
  • Routed WL per cell: 13.9 um
  • Number of DRC violations after detailed-routing iteration 0: 186
  • Vias per Instance: 5.41
  • Total inserted antenna cells: 0

Worst hold path
  • Cell depth of the worst min-delay path: 1
  • Hold wc startpoint: line
  • Worst hold path endpoint: r1.CURR_STATE[1]
  • Worst min path class: reg -> reg

Place
  • Routability congestion estimate: 0.886
  • Instance count after placement with tap cells included: 669
  • Pre-CTS setup slack: -567 ps
  • I/O Buffers: 24
  • DP HPWL: 7.14 mm

Status
  • Status: finished with violations
  • Failing checks: negative setup slack

Floorplan
  • Std-Cell Rows: 36
  • Area inside the core boundary: 9950 um2
  • Overall die area: 10900 um2
  • Width of the chip: 104 um
  • Effective utilization at floorplan: 42.0%
  • I/O pins: 28
  • Vert. Die Dim: 104 um

Final layout
  • Fraction of final layout cells with drive strength greater than 1: 21.9%
  • Post-route insts no fill: 681
  • Multi-input gate area in the final layout: 2530 um2
  • FF+latch area: 1560 um2
  • Layout overhead on the synthesized area: 24.2%
  • Fillcell total: 876

Run
  • Max Cap Violations: 0
  • Number of warnings in the stage logs: 36
## state kept, by name (all words and copies together) (netlist names), named ones only
signal / count
done: 1
vga_plot: 1
r1.plot: 1
vga_x: 9
r1.done: 1
vga_colour: 1
row_pos: 7
r1.CURR_STATE: 3
line: 1
CURR_STATE: 3
r1_start: 1
r1.y: 8
vga_y: 8
r1.x: 9
## report_power, final
group | internal, uW | switching [uW]
combinational | 26.3 | 19.7
clock | 129 | 206
sequential | 621 | 8.21
## what timing repair did
action                     4_1_cts  5_1_grt
pin swaps                        4        8
setup buffers                    3        1
setup endpoints to repair        2        2
resized                          4        9
## cell families (layout without fill, tap and decap cells)
| kind of cell | count (synthesis) | after routing |
|---|---|---|
| muxes | 4 | 4 |
| xor gates and xnor gates | 30 | 30 |
| AOI/OAI and AO/OA | 143 | 143 |
| DFF | 56 | 56 |
| adders and majority gates | 17 | 17 |
| and+or+nand+nor | 175 | 175 |
| buffers and inverters | 50 | 123 |
## worst max-delay path by stage
stage | from | slack [ps] | end | cells past startpoint
CTS | r1.y[0] | -520 | r1.CURR_STATE[3] | 20
global route | r1.y[1] | -860 | r1.CURR_STATE[3] | 20
finish | r1.y[0] | -630 | r1.CURR_STATE[3] | 19
## per-layer routing
layer / track usage (%) / vias to the layer above / wire, um
met5: 0 / - / 0
met4: 1.94 / 0 / 77
met3: 2.43 / 9 / 340
met2: 31.2 / 70 / 4600
met1: 27.3 / 1739 / 4420
li1: - / 1865 / -
## cell type report
type / instances / share of cell area (%)
Clock inverter: 3 / 0.530
Inverter: 21 / 1.52
Multi-Input combinational cell: 369 / 48.8
Timing Repair Buffer: 94 / 14.7
Tap cell: 133 / 3.21
Sequential cell: 56 / 30.0
Clock buffer: 5 / 1.33
## metrics by stage
stage	utilization [%]	area, um2
final	52.1	5190
after global routing	52.1	5190
after CTS	51.6	5130
after detailed placement	50.3	5000
after global placement	50.3	5000
after floorplan	-	4260
## layout by cell type, fill, tap and decap left out, drive strengths merged, types with 9 or more instances in the layout
cell / instances
dfrtp: 24
o21ai: 51
buf: 70
clkdlybuf4s50: 24
nand3: 17
nor3: 11
edfxtp: 30
nand2: 49
xnor2: 22
a31oi: 9
a21oi: 28
nor2b: 12
ha: 16
nor2: 40
or3: 9
inv: 22
## worst reg2reg max path, stage by stage (launching register included)
cell	delay [ps]
sky130_fd_sc_hd__dfrtp_2	500
sky130_fd_sc_hd__ha_4	280
sky130_fd_sc_hd__and4_4	180
sky130_fd_sc_hd__a32o_2	270
sky130_fd_sc_hd__a2111oi_4	430
sky130_fd_sc_hd__a21oi_2	100
sky130_fd_sc_hd__a221o_1	370
sky130_fd_sc_hd__and2_4	170
sky130_fd_sc_hd__a22o_1	200
sky130_fd_sc_hd__or2_1	230
sky130_fd_sc_hd__a21oi_2	120
sky130_fd_sc_hd__nand2_1	70
sky130_fd_sc_hd__o21ai_2	90
sky130_fd_sc_hd__ha_2	280
sky130_fd_sc_hd__o21ai_2	130
sky130_fd_sc_hd__nand3_1	90
sky130_fd_sc_hd__or4b_4	530
sky130_fd_sc_hd__a31oi_4	150
sky130_fd_sc_hd__nand4_1	150
sky130_fd_sc_hd__o221ai_1	200
Power is estimated from default activity; no workload was simulated.
